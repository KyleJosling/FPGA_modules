==> design/flow/design.v <==
module startup_fsm #(
      parameter CLOCK_PERIOD = 8  
   )
   (
      input    logic    clk,
      input    logic    usr_reset,
      input    logic    rx_locked,
      input    logic    rx_dpa_locked,
      output   logic    pll_areset,
      output   logic    rx_reset,
      output   logic    rx_fifo_reset,
      output   logic    rx_cda_reset
   );
   localparam [6:0]
      ASSERT_RESETS     = 7'b0000001,
      RELEASE_PLL_RESET = 7'b0000010,
      RX_LOCKED_STABLE  = 7'b0000100,
      AWAIT_DPA         = 7'b0001000,
      RX_FIFO_RESET     = 7'b0010000,
      RX_CDA_RESET      = 7'b0100000,
      FSM_DONE          = 7'b1000000;
   localparam ASSERT_TIMEOUT = 10000 / CLOCK_PERIOD; 
   localparam STABLE_TIMEOUT = 5000 / CLOCK_PERIOD;
   localparam LOCK_ATTEMPTS_MAX = 4'h3;
   logic  [3:0]   rx_locked_attempts = 4'b0;
   logic          rx_locked_flag = 1'b0;
   logic          timeout_reset = 1'b1;
   logic [15:0]   timeout_counter = 0;
   logic          assert_timeout = 1'b0;
   logic          stable_timeout = 1'b0;
   logic [7:0] fsm_state = ASSERT_RESETS;
   always_ff @(posedge clk or posedge usr_reset) begin
      if (usr_reset == 1'b1) begin
         fsm_state      <= ASSERT_RESETS;
         timeout_reset  <= 1'b1; 
         pll_areset     <= 1'b0;
         rx_reset       <= 1'b0;
         rx_fifo_reset  <= 1'b0;
         rx_cda_reset   <= 1'b0;
      end else begin
         case (fsm_state)
            ASSERT_RESETS:
               begin
                  pll_areset <= 1'b1;
                  rx_reset   <= 1'b1;
                  if (assert_timeout) begin
                     fsm_state <= RELEASE_PLL_RESET;
                     timeout_reset <= 1'b1;
                  end else begin
                     timeout_reset <= 1'b0;
                  end
               end
            RELEASE_PLL_RESET:
               begin
                  pll_areset <= 1'b0;
                  timeout_reset <= 1'b1;
                  if (rx_locked) begin
                     rx_locked_attempts <= 4'h0;
                     rx_locked_flag <= 1'b0;
                     fsm_state <= RX_LOCKED_STABLE;
                  end
               end
            RX_LOCKED_STABLE:
               begin
                  if (rx_locked) begin
                     rx_locked_flag <= 1'b1;
                     timeout_reset <= 1'b0;
                     if (stable_timeout) begin
                        fsm_state <= AWAIT_DPA;
                        timeout_reset <= 1'b1;
                        rx_reset <= 1'b0;
                     end
                  end else begin
                     timeout_reset <= 1'b1;
                     if (rx_locked_flag) begin
                        rx_locked_attempts = rx_locked_attempts + 1'b1;
                        if (rx_locked_attempts == LOCK_ATTEMPTS_MAX) begin
                            fsm_state <= ASSERT_RESETS;
                        end
                     end
                     rx_locked_flag <= 1'b0;
                  end
               end
            AWAIT_DPA:
               begin
                  if (rx_dpa_locked) begin
                     fsm_state <= RX_FIFO_RESET;
                  end
               end
            RX_FIFO_RESET:
               begin
                     rx_fifo_reset <= 1'b1;
                     fsm_state <= RX_CDA_RESET; 
               end
            RX_CDA_RESET:
               begin
                     rx_fifo_reset <= 1'b0;
                     rx_cda_reset <= 1'b1;
                     fsm_state <= FSM_DONE; 
               end
            FSM_DONE:
               begin
                     rx_cda_reset <= 1'b0;
                     timeout_reset <= 1'b1;
                     if (!rx_locked) begin
                        fsm_state <= ASSERT_RESETS;
                     end
               end
        endcase
      end
   end
   always_ff @(posedge clk) begin
      if (timeout_reset || usr_reset) begin
         timeout_counter <= 1'b0;
         assert_timeout  <= 1'b0;
         stable_timeout  <= 1'b0;
      end else begin
        if (timeout_counter == ASSERT_TIMEOUT) begin
           assert_timeout <= 1'b1;
        end else if (timeout_counter == STABLE_TIMEOUT) begin
           stable_timeout <= 1'b1;
        end 
        timeout_counter = timeout_counter + 1'b1;
      end
   end
endmodule
==> design/flow/run.sh <==
#!/bin/bash
# OpenROAD 26Q1-2900-gdf79404cd8, Yosys 0.63+post, stock flow scripts
make -C /OpenROAD-flow-scripts/flow DESIGN_CONFIG=/design/flow/config.mk WORK_HOME=/design/flow/orfs finish
==> design/flow/config.mk <==
export PLATFORM = sky130hd
export DESIGN_NAME = startup_fsm
export DESIGN_NICKNAME = startup_fsm
export VERILOG_FILES = /design/flow/design.v
export SDC_FILE = /design/flow/constraint.sdc
export NUM_CORES = 4
export LEC_CHECK = 1
export CORE_UTILIZATION = 30
==> design/flow/constraint.sdc <==
current_design startup_fsm

set clk_period 3.1
set clk_io_pct 0.2

create_clock -name clk0 -period $clk_period [get_ports {clk}]

set non_clock_inputs [all_inputs -no_clocks]
set_input_delay [expr $clk_period * $clk_io_pct] -clock clk0 $non_clock_inputs
set_output_delay [expr $clk_period * $clk_io_pct] -clock clk0 [all_outputs]
==> results.toml <==
# yosys + openroad results
[logic_synthesis]
syn_inst = 212
ys.warnings.count = 1
adder_share_pct = 3.29
synth_cell_types = 47
ff_type = "dfxtp_1"
syn_area_um2 = 1900
edf_count = 5
yosys.area.top_type = "dfxtp_1"
async_flop_share_pct = 34.3
ys_area_um2 = 1900
synth.cellmix.compoundShare_pct = 13.8
ys_cells = 212
top_cell_area_share_pct = 19.0
postSynthSeqShare_pct = 42.8
mux_area_share_pct = 0
synth.comb.largest_family = "simple AND/OR/NAND/NOR gates"
ys.flops = 35
synth_area_per_cell_um2 = 8.96
area_leaders = "dfxtp_1, dfrtp_1, edfxtp_1, nor2_1, xor2_1"
synth-simple-area-share_pct = 28.5
xor_share_pct = 6.92

[layout]
regArea_um2 = 813
final_cell_area_um2 = 2090
final_cells = 292
area_delta_synth_final_pct = 10.2
drive_gt1_share_pct = 9.22
layout_top_cell = "nor2_1"
combGateArea_um2 = 997
utilization_pct = 34.7
nFillCells = 615
final_cell_mix = "nor2_1, dfxtp_1, nand2_1"

[global_route]
gr-usage-all-layers_pct = 12.3
grt_pass1_vias = 1332
use_met1_pct = 19.2
antenna_found_initial = 0
gr-total-overflow = 0
grt_pass1_wl_um = 6290
use_met3_pct = 2.71
busiest_layer = "met1"
grt_max_degree = 19
met2_usage_pct = 18.1

[power]
p_total_uw = 805
power.leakage_nw = 0.719
p_per_area_nw_per_um2 = 385
ir_drop_mv = 0.197

[setup_path]
crit_chain = "nor3_2 -> nand3_1 -> nor3b_2 -> nand2_1 -> a21oi_1"
cp_max_fo = 11
cpMaxStageDelayCell = "dfrtp_1"
worst_r2r_startpoint = "fsm_state[4]"
cp.required_ns = 3.04
critPathCaptureType = "register"
critPathLaunchType = "register"
crit_type = "reg2reg"
arrival_ns = 2.24
startpoint = "fsm_state[4]"
slowest_delay_ns = 0.51

[clock_tree]
ctsHtreeMaxLevel = 2
cts.sinks = 35
path_clk_slew_ns = 0.07
cts-resized-gates = 0
clk_path_buf_depth = 2
root_buffer = "clkbuf_8"
numCtsBuffers = 5
clock_latency_ns = 0.28
postCtsSetupBuffers = 0
cts_tree = "yes"
cts_hold_buf = 0

[final_timing]
setup_ws_ns = 0.799
setup_violations = 0
tightest_slew_ns = 0.516
hold_viol = 0
fmax_ghz = 0.435
hold_ws_ns = 0.488
finClkSkew_ns = 0.00524
finalSetupTns_ns = 0
finalCriticalPeriod_ns = 2.30
grt_setup_unrepaired = "false"
slew_viol_final = 0
slew_headroom_pct = 65.6
fin_crit_sh_pct = 74.2

[route]
detail-route-antenna-nets = 0
via_per_inst = 5.05
wirelength_um = 3690
post_drt_wl_per_cell_um = 12.6
vias = 1474
drtIter0Drc = 75
drc = 0
firstDrtPassIters = 4
n_antenna_cell = 0

[place]
port_buffers = 7
pre_cts_slack_ns = 0.623
hpwlAfterDp_um = 2520
gp_congestion = 0.846
dpl_cell_area_um2 = 2010
dp_cells = 284

[die]
chipArea_um2 = 6650
dieHeight_um = 81.6
floorplan.core_util_pct = 31.5
die_w_um = 81.6
core-area_um2 = 6030
io_pins = 8
std_cell_rows = 28

[flow_run]
max-cap-violations = 0
warnings = 28

[min_path]
holdCritStartpoint = "assert_timeout"
hold_path.class = "reg2reg"

[run_status]
outcome = "completed"
==> state kept, by name, indices dropped and copies added, names as in the netlist <==
| signal | cells |
|---|---|
| stable_timeout | 1 |
| rx_locked_attempts | 4 |
| rx_reset | 1 |
| assert_timeout | 1 |
| fsm_state | 7 |
| rx_cda_reset | 1 |
| timeout_counter | 16 |
| timeout_reset | 1 |
| pll_areset | 1 |
| rx_locked_flag | 1 |
| rx_fifo_reset | 1 |
==> metal layers <==
layer  vias to the layer above  share of wire [%]
li1                        754                  -
met1                       681                 52
met2                        35                 41
met3                         4                5.2
met4                         0                1.1
met5                         -                  0
==> kinds of logic after synthesis <==
family	Yosys count
DFF	35
adders and majority gates	5
xor gates and xnor gates	15
AOI/OAI and AO/OA	40
and+or+nand+nor	97
buffers and inverters	20
==> final cells by class <==
type	instances	share of cell area, %
Clock buffer	7	3.65
Clock inverter	1	0.239
Inverter	10	1.79
Multi-Input combinational cell	157	47.6
Sequential cell	35	38.9
Tap cell	75	4.48
Timing Repair Buffer	7	3.35
==> critical path, delay by kind of cell, from the launching register on <==
kind             cells  cell delay, ns
AND-OR/OR-AND        1            0.38
AND/OR/NAND/NOR      4            1.05
flip-flops           1            0.51
==> where the power goes <==
part | total (mW) | switching (mW) | internal [mW]
combinational | 0.0188 | 0.0106 | 0.00825
sequential | 0.471 | 0.00823 | 0.463
clock | 0.315 | 0.158 | 0.158
total | 0.805 | 0.177 | 0.629
==> worst paths after layout <==
check	to	slack [ns]	depth (start not counted)
min in group asynchronous	pll_areset	0.77	2
hold reg to reg	assert_timeout	0.49	2
hold / removal	assert_timeout	0.49	2
max in group asynchronous	fsm_state[0]	1.97	2
setup reg to reg	rx_locked_attempts[3]	0.80	5
setup / recovery	rx_locked_attempts[3]	0.80	5
==> cell usage after synthesis, types with 2 or more instances <==
| cell | count |
|---|---|
| edfxtp_1 | 5 |
| dfxtp_1 | 18 |
| or3_1 | 5 |
| or2_2 | 2 |
| and3_1 | 4 |
| o2bb2ai_1 | 2 |
| buf_1 | 2 |
| nor3_4 | 2 |
| nor2_1 | 32 |
| inv_1 | 10 |
| ha_1 | 5 |
| nor2b_1 | 4 |
| nor3_2 | 2 |
| xnor2_1 | 6 |
| o21ai_0 | 11 |
| or4_1 | 2 |
| or3_4 | 2 |
| dfstp_2 | 2 |
| dfrtp_1 | 10 |
| buf_2 | 5 |
| nor4b_1 | 3 |
| xor2_1 | 9 |
| nor3_1 | 3 |
| clkbuf_1 | 2 |
| nand4_1 | 4 |
| a21oi_1 | 11 |
| o32ai_2 | 2 |
| a31oi_1 | 2 |
| nand2b_1 | 2 |
| nand4b_1 | 2 |
| nand2_1 | 15 |
| nand3_1 | 8 |
| o21ai_1 | 4 |
No activity file was given, so power comes from the tool's default toggle rates.

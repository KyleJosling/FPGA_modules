===== /design/flow/design.v =====
module dsp_block #(
      parameter COEFF_A = 0,
      parameter COEFF_B = 0,
      parameter DATA_WIDTH = 18,
      parameter COEFF_WIDTH = 18,
      parameter CHAININ_WIDTH = 40,
      parameter CHAINOUT_WIDTH = 40
   ) (
      input  logic clk_i,
      input  logic clr_i,
      input  logic en_i,
      input  logic signed [DATA_WIDTH-1:0] a_i,
      input  logic signed [DATA_WIDTH-1:0] b_i,
      input  logic signed [CHAININ_WIDTH-1:0] chain_i,
      output logic signed [CHAINOUT_WIDTH-1:0] chain_o
    );
	logic signed [COEFF_WIDTH-1:0] coeff_a;
   logic signed [COEFF_WIDTH-1:0] coeff_b;
    initial begin
        coeff_a <= COEFF_A;
        coeff_b <= COEFF_B;
    end
    logic signed [DATA_WIDTH-1:0] a_reg;
    logic signed [DATA_WIDTH-1:0] b_reg;
    logic signed [CHAINOUT_WIDTH-1:0] sa;
    always_ff @(posedge clk_i or posedge clr_i) begin
        if (clr_i) begin
            a_reg       <= 0;
            b_reg       <= 0;
            sa          <= 0;
            chain_o     <= 0;
        end else if (en_i) begin
            a_reg       <= a_i;
            b_reg       <= b_i;
            sa          <= chain_i  + a_reg*coeff_a;  
            chain_o    <= sa + b_reg*coeff_b;
        end
    end
endmodule

===== /design/flow/constraint.sdc =====
current_design dsp_block

set clk_period 1.5
set clk_io_pct 0.2

create_clock -name clk0 -period $clk_period [get_ports {clk_i}]

set non_clock_inputs [all_inputs -no_clocks]
set_input_delay [expr $clk_period * $clk_io_pct] -clock clk0 $non_clock_inputs
set_output_delay [expr $clk_period * $clk_io_pct] -clock clk0 [all_outputs]

===== /design/flow/config.mk =====
export PLATFORM = sky130hd
export DESIGN_NAME = dsp_block
export DESIGN_NICKNAME = dsp_block
export VERILOG_FILES = /design/flow/design.v
export SDC_FILE = /design/flow/constraint.sdc
export NUM_CORES = 4
export LEC_CHECK = 1
export CORE_UTILIZATION = 30

===== /design/flow/run.sh =====
#!/bin/bash
# OpenROAD 26Q1-2900-gdf79404cd8, Yosys 0.63+post, stock flow scripts
make -C /OpenROAD-flow-scripts/flow DESIGN_CONFIG=/design/flow/config.mk WORK_HOME=/design/flow/orfs finish

==> impl_metrics.json <==
{
  "critPathArrivalTime_ns": 1.16,
  "grt_max_degree": 43,
  "fin_worst_skew_ns": 0.009813,
  "routed_wl_microns": 5513,
  "clock_latency_ns": 0.34,
  "initial_utilization_pct": 31.03,
  "fill_cells": 955,
  "cts_hold_buf": 0,
  "vdd_drop_max_v": 0.0004452,
  "maxCapViolations": 0,
  "first_pass_iters": 3,
  "numCtsBuffers": 9,
  "die_w_microns": 108.1,
  "num_rows": 38,
  "flop_cell": "dfrtp_1",
  "stdcell_area_sq_um": 4703,
  "path_cells": "clkdlybuf4s50_1",
  "critical-path-slowest-cell": "clkdlybuf4s50_1",
  "synth_area_sq_um": 3378,
  "path_buffers": 1,
  "ys_area_sq_um": 3378,
  "first_global_vias": 1816,
  "critPathRequiredTime_ns": 1.20,
  "ys_cells": 170,
  "powerDensity_nw_per_um2": 1062,
  "cts-root-buf": "clkbuf_8",
  "finalCriticalPeriod_ns": 1.462,
  "drt_drc_violations_left": 0,
  "cts_tree": "yes",
  "netlist.area_leader.share_pct": 59.26,
  "clockBufferDepth": 2,
  "finalHoldViolCount": 0,
  "synth_top_cell_by_area": "dfrtp_1",
  "place.gp.congestion": 0.6856,
  "grt_pass1_wl_microns": 8949,
  "met2_usage_pct": 14.83,
  "antenna_cells": 0,
  "use_met3_pct": 3.129,
  "area_delta_synth_final_pct": 39.22,
  "critPathMaxStageDelay_ns": 0.46,
  "p_sw_mw": 1.137,
  "dp_hpwl_microns": 3510,
  "edf_count": 0,
  "fmax_mhz": 683.8,
  "grt_overflow_total": 0,
  "clk_pin_slew_ns": 0.09,
  "synth.area.top_cells": "dfrtp_1 (59%), mux2_4 (36%), buf_12 (4.7%)",
  "async_flop_share_pct": 100.0,
  "cts_htree_levels": 3,
  "drt_first_iter_violations": 23,
  "busiest_layer": "met1",
  "maxSlewViolCount": 0,
  "wire_per_inst_microns": 12.88,
  "crit_family": "buffers and inverters",
  "synth_flops": 80,
  "setup_viol": 0,
  "crit_type": "register to output pin",
  "synthTopCellsByCount": "dfrtp_1 (80), mux2_4 (80), buf_12 (8), buf_6 (1), inv_1 (1)",
  "vias": 1744,
  "endpoint_kind": "output pin",
  "ys_seq_share_pct": 59.26,
  "finish.utilization_pct": 43.20,
  "clock_sinks": 80,
  "met1_usage_pct": 15.19,
  "fin_crit_sh_pct": 97.49,
  "p_leak_nw": 2.397,
  "critPathLaunchType": "register",
  "combPwrFrac_pct": 20.4,
  "die_h_microns": 108.1,
  "worst-path-max-fanout": 2,
  "hold_class": "primary input to asynchronous set/reset pin",
  "slew_headroom_pct": 81.57,
  "core_area_sq_um": 10890,
  "layout-drive-gt1-share_pct": 43.40,
  "warnings": 61,
  "portBuffers": 82,
  "p_seq_share_pct": 51.3,
  "viasPerCell": 4.075,
  "p_int_mw": 3.860,
  "antenna_found_initial": 0,
  "status": "finished, final reports clean",
  "place_area_sq_um": 4327,
  "ant_nets": 0,
  "switching_share_pct": 22.76,
  "yosysUniqueCellTypes": 5,
  "ios": 119,
  "synth.avg_cell_area_sq_um": 19.87,
  "setup_tns_ns": 0,
  "syn_inst": 170,
  "yosysWarningCount": 1,
  "die_area_sq_um": 11690,
  "grt_use_total_pct": 10.02,
  "tightest_slew_ns": 0.2764,
  "clockPowerShare_pct": 28.3
}
==> sequential cells by signal (all words and copies together), names as in the netlist <==
name and flops:
chain_o 40, sa 40
==> placed cells by master (no fill, tap or decap), drive strengths merged <==
master          n
buf            30
clkbuf         12
clkdlybuf4s50  44
clkinvlp        5
dfrtp          80
dlygate4sd2    13
dlymetal6s2s   24
mux2           80
==> stage by stage <==
step,hold WS (ns),setup slack (ns),total power [mW],instances
2_1_floorplan,0.4481,0.2901,3.095,170
3_3_place_gp,0.4856,0.2311,3.583,391
3_5_place_dp,0.4932,0.2278,3.597,391
4_1_cts,0.3801,0.002328,5.069,414
5_1_grt,0.3894,-0.008680,5.309,428
6_report,0.3816,0.03759,4.997,428
==> worst min-delay path: stages <==
cell and delay, ns:
clkdlybuf4s50_1 0.45, clkinvlp_4 0.13, buf_12 0.22
==> final timing paths <==
kind	slack, ns	depth (start not counted)	endpoint	from
setup / recovery	0.04	1	chain_o[13]	chain_o[13]
hold / removal	0.38	3	chain_o[10]	clr_i
setup reg to reg	0.51	3	chain_o[34]	chain_o[34]
hold reg to reg	0.50	1	chain_o[8]	sa[8]
max in group asynchronous	0.88	3	sa[34]	clr_i
min in group clk0	0.41	2	sa[10]	en_i
==> power groups by stage <==
| stage | Sequential [mW] | Combinational (mW) | Clock, mW |
|---|---|---|---|
| global route | 2.60 | 1.11 | 1.60 |
| finish | 2.56 | 1.02 | 1.42 |
| CTS | 2.57 | 0.992 | 1.50 |
==> cells by family (layout without fill, tap and decap cells) <==
logic type / Yosys count / after routing / synth area share [%]
mux: 80 / 80 / 35.56
flops: 80 / 80 / 59.26
buf+inv: 10 / 128 / 5.185
==> what timing repair did <==
item,4_1_cts,5_1_grt
setup buffers,7,14
pin swaps,0,0
setup endpoints to repair,17,27
gates resized,13,24
==> layout make-up <==
| type | instances | area [sq um] | area share (%) |
|---|---|---|---|
| sequential | 80 | 2002 | 42.56 |
| clock buffer | 12 | 145.1 | 3.086 |
| clock inverter | 4 | 30.03 | 0.6385 |
| timing repair buffer | 111 | 1142 | 24.29 |
| multi-input combinational | 80 | 1201 | 25.54 |
| tap | 140 | 175.2 | 3.724 |
| inverter | 1 | 7.507 | 0.1596 |
==> metal layers <==
metal	vias up	routed length (microns)
met4	0	45
li1	819	-
met5	-	0
met3	4	328
met1	870	2683
met2	51	2456
Power is estimated from default activity; no workload was simulated.

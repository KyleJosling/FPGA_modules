File: config.mk
export PLATFORM = sky130hd
export DESIGN_NAME = spi_drv
export DESIGN_NICKNAME = spi_drv
export VERILOG_FILES = /design/flow/design.v
export SDC_FILE = /design/flow/constraint.sdc
export NUM_CORES = 4
export LEC_CHECK = 1
export CORE_UTILIZATION = 50
File: constraint.sdc
current_design spi_drv

set clk_period 5.8
set clk_io_pct 0.2

create_clock -name clk0 -period $clk_period [get_ports {clk}]

set non_clock_inputs [all_inputs -no_clocks]
set_input_delay [expr $clk_period * $clk_io_pct] -clock clk0 $non_clock_inputs
set_output_delay [expr $clk_period * $clk_io_pct] -clock clk0 [all_outputs]
File: design.v
`timescale 1ns/1ns
module spi_drv #(
    parameter integer               CLK_DIVIDE  = 100,  
    parameter integer               SPI_MAXLEN  = 32    
)(
    input                           clk,
    input                           reset_n,
    input                           start_cmd,      
    input  [$clog2(SPI_MAXLEN):0]   n_clks,         
    input  [SPI_MAXLEN-1:0]         tx_data,        
    output                          spi_drv_rdy,    
    output [SPI_MAXLEN-1:0]         rx_miso,        
    output                          SCLK,           
    output                          MOSI,           
    input                           MISO,           
    output                          SS_N            
);
logic [2:0] spi_state;
logic [$clog2(SPI_MAXLEN):0]  n_clks_reg;
logic [SPI_MAXLEN-1:0]        tx_data_reg;
logic [SPI_MAXLEN-1:0]        rx_miso_reg;
logic                         spi_drv_rdy_reg;
logic       SCLK_reg;
logic       SS_N_reg;
logic [8:0] clk_counter;
logic [8:0] n_counter;
localparam [2:0]
      AWAIT_START = 7'b0000001,
      WAIT_HALF   = 7'b0000010,
      DO_TXN      = 7'b0000100;
always_ff @(posedge clk) begin
   if (!reset_n) begin
      spi_state <= AWAIT_START;
   end else begin
      case (spi_state) 
         AWAIT_START:
            begin
               if (start_cmd) begin
                  tx_data_reg <= tx_data;
                  n_clks_reg  <= n_clks;
                  spi_drv_rdy_reg <= 1'b0;
                  clk_counter <= 0;
                  n_counter <= 0;
                  spi_state <= WAIT_HALF; 
               end else begin
                  spi_drv_rdy_reg <= 1'b1;
               end
               SS_N_reg <= 1'b1;
               SCLK_reg <= 1'b0;
            end
         WAIT_HALF:
            begin
               clk_counter <= clk_counter + 1'b1;
               if (clk_counter == (CLK_DIVIDE/2)-1) begin
                  clk_counter <= 0;
                  SS_N_reg <= 1'b0;
                  rx_miso_reg <= {rx_miso_reg[SPI_MAXLEN-2:0],MISO}; 
                  spi_state <= DO_TXN;
               end
            end
         DO_TXN:
            begin
               clk_counter <= clk_counter + 1'b1; 
               if (clk_counter == (CLK_DIVIDE/2)-1) begin
                  SCLK_reg <= ~SCLK_reg; 
               end else if (clk_counter == CLK_DIVIDE-1) begin
                  SCLK_reg <= ~SCLK_reg; 
                  clk_counter <= 0;
                  n_counter <= n_counter + 1'b1;
                  rx_miso_reg <= {rx_miso_reg[SPI_MAXLEN-2:0],MISO};
                  tx_data_reg <= {tx_data_reg[SPI_MAXLEN-2:0], 1'b0};
                  if (n_counter == n_clks_reg-1) begin
                     spi_state <= AWAIT_START;
                     SS_N_reg <= 1'b1;
                  end
               end 
            end
      endcase
   end
end
assign MOSI = tx_data_reg[n_clks-1];
assign SS_N = SS_N_reg;
assign SCLK = SCLK_reg;
assign spi_drv_rdy = spi_drv_rdy_reg;
assign rx_miso = rx_miso_reg;
endmodule
File: run.sh
#!/bin/bash
# OpenROAD 26Q1-2900-gdf79404cd8, Yosys 0.63+post, stock flow scripts
make -C /OpenROAD-flow-scripts/flow DESIGN_CONFIG=/design/flow/config.mk WORK_HOME=/design/flow/orfs finish
==> results.sh <==
# implementation run metrics
export IMPL_coreArea_mm2=0.008258
export IMPL_crit_required_ps=4640
export IMPL_fp_row_count=33
export IMPL_io_pins=78
export IMPL_synth_adder_area_share_pct=1.463
export IMPL_antenna_left=0
export IMPL_async_flop_share_pct=0
export IMPL_track_usage_pct=18.97
export IMPL_logic_family="multiplexers"
export IMPL_fill_cells=610
export IMPL_antenna_found_initial=0
export IMPL_ys_area_mm2=0.004275
export IMPL_fp_util_pct=51.77
export IMPL_tritoncts="built"
export IMPL_slew_viol_final=0
export IMPL_xor_share_pct=4.478
export IMPL_rsz0062_at_grt="no"
export IMPL_synth_seq_share_pct=65.32
export IMPL_report_power_total_mw=1.405
export IMPL_ys_cells=276
export IMPL_cp_arrival_ps=3900
export IMPL_ys_ff=94
export IMPL_grt_ovfl_total=0
export IMPL_synthMuxAreaShare_pct=14.11
export IMPL_route_antenna_diode_count=0
export IMPL_status="completed"
export IMPL_dp_hpwl_um=5156
export IMPL_ys_flop_type="edfxtp_1"
export IMPL_wirelength_um=7430
export IMPL_wire_per_inst_um=15.84
export IMPL_drtIter0Drc=85
export IMPL_fp_dieW_um=94.47
export IMPL_synthesis_area_mm2=0.004275
export IMPL_finalCritPeriodShare_pct=87.29
export IMPL_dieHeight_um=94.47
export IMPL_viasPerCell=5.322
export IMPL_edf_count=91
export IMPL_grt_max_degree=51
export IMPL_maxCapViolations=0
export IMPL_cts_htree_levels=3
export IMPL_hold_viol=0
export IMPL_hold_buffers=0
export IMPL_area_growth_pct=26.16
export IMPL_gp_congestion=0.8107
export IMPL_placed_cell_area_mm2=0.005170
export IMPL_setup_viol=0
export IMPL_grt_pass1_wl_um=11830
export IMPL_end_kind="primary output"
export IMPL_cts_num_sinks=94
export IMPL_clkSlewWorstSetupHoldPaths_ps=90
export IMPL_crit_fanout=11
export IMPL_fin_skew_ps=11.38
export IMPL_insertion_delay_ps=350
export IMPL_logic_area_mm2=0.001414
export IMPL_postCtsSetupBuffers=0
export IMPL_finalSetupTns_ps=0
export IMPL_leakagePower_nw=1.874
export IMPL_tool_warnings=27
export IMPL_period_needed_ps=5063
export IMPL_postSynthCellCount=276
export IMPL_die_area_mm2=0.008925
export IMPL_worstMarginPinSlew_ps=776.6
export IMPL_ctsRootBufferMaster="clkbuf_8"
export IMPL_numCtsBuffers=9
export IMPL_ys_sh_aoi_pct=3.922
export IMPL_hp_class="flop to flop"
export IMPL_path_class="primary input to primary output"
export IMPL_cts_buffer_depth=2
export IMPL_first_pass_iters=4
export IMPL_yosysWarnings=1
export IMPL_ir_worst_vdd_mv=0.1728
export IMPL_ctsResizeCount=0
export IMPL_regArea_mm2=0.002794
export IMPL_yosysUniqueCellTypes=43
export IMPL_max_freq_mhz=197.5
export IMPL_powerDensity_mw_per_mm2=260.5
export IMPL_drc_errors=0
export IMPL_ys_sh_simple_pct=9.043
export IMPL_drive_above_1_share_pct=6.868
export IMPL_crit_path_start_kind="primary input"
export IMPL_grt_pass1_vias=2435
export IMPL_fin_area_mm2=0.005394
export IMPL_vias=2496
export IMPL_port_buffers=77
export IMPL_maxSlewHeadroom_pct=48.03
export IMPL_synth_avg_cell_area_um2=15.49
[kinds of logic after synthesis]
logic type                 count (synthesis)
and+or+nand+nor                           73
adders and majority gates                  5
DFF                                       94
xor gates and xnor gates                  21
muxes                                     42
buffers and inverters                     17
AOI/OAI and AO/OA                         24
[synth_stat cells, types with 5 or more instances]
| cell type | instances | area share [%] |
|---|---|---|
| edfxtp_1 | 91 | 64 |
| mux2_1 | 32 | 8.4 |
| nor2_1 | 20 | 1.8 |
| xnor2_1 | 14 | 2.9 |
| nand2_1 | 9 | 0.79 |
| and2_1 | 8 | 1.2 |
| inv_1 | 8 | 0.70 |
| mux4_1 | 8 | 4.9 |
| nand3_1 | 6 | 0.70 |
| xor2_1 | 6 | 1.2 |
| and3_1 | 5 | 0.73 |
| ha_1 | 5 | 1.5 |
| nand2b_1 | 5 | 0.73 |
| nor3_1 | 5 | 0.59 |
[per-layer routing]
metal	wire (µm)	global-route usage, %
met1	3610	35.19
met2	3221	25.91
met3	544	6.699
met4	53	1.389
met5	0	0
[cell usage in the layout, fill, tap and decap left out, types with 2 or more instances in the layout]
master            n
a21boi_1          2
a21oi_1           4
and2_1            8
and3_1            5
and4b_1           2
buf_4             4
bufinv_16         2
clkbuf_8         10
clkdlybuf4s50_1  77
dfxtp_1           2
edfxtp_1         91
ha_1              5
inv_1             8
mux2_1           32
mux4_1            8
nand2_1           9
nand2b_1          5
nand3_1           6
nand4_1           2
nor2_1           19
nor2b_1           3
nor3_1            5
o211a_1           2
o21ai_0           3
o21ai_1           4
or3_1             3
or4_1             2
xnor2_1          14
xor2_1            6
[path summary, 6_finish.rpt]
path / from / to / slack (ps) / cells after the start
setup / recovery: n_clks[0] / MOSI / 740 / 8
hold / removal: rx_miso_reg[14] / rx_miso_reg[15] / 440 / 0
setup reg to reg: clk_counter[3] / rx_miso_reg[13] / 3220 / 6
hold reg to reg: rx_miso_reg[14] / rx_miso_reg[15] / 440 / 0
[stage by stage]
stage,utilization (%),instances,hold slack (ps),setup slack [ps]
floorplan,-,276,400.3,1787
global placement,62.61,453,429.1,834.2
detailed placement,62.61,453,436.2,752.4
CTS,65.32,469,444.8,733.0
global route,65.32,469,455.2,613.8
finish,65.32,469,443.6,737.4
[power breakdown]
| group | internal [mW] | total, mW | switching [mW] |
|---|---|---|---|
| Clock | 0.257 | 0.479 | 0.222 |
| Combinational | 0.0762 | 0.125 | 0.0491 |
| Sequential | 0.781 | 0.801 | 0.0206 |
[worst max-delay path, stage by stage]
cell and delay [ps]:
clkdlybuf4s50_1 460, buf_4 200, inv_1 60, ha_1 460, mux4_1 360, mux4_2 470
a211o_1 320, clkdlybuf4s50_1 400
[area by class of cell]
cell class | count | area share [%]
flip-flops and latches | 94 | 51.80
multi-input cells | 165 | 26.21
repair buffers | 81 | 14.85
clock buffers | 11 | 2.621
well taps | 105 | 2.436
clock inverters | 5 | 1.531
inverters | 8 | 0.5567
